[flow/config.mk]
export PLATFORM = sky130hd
export DESIGN_NAME = axi_mux
export DESIGN_NICKNAME = axi_mux
export VERILOG_FILES = /design/flow/design.v
export SDC_FILE = /design/flow/constraint.sdc
export NUM_CORES = 4
export LEC_CHECK = 1
export CORE_AREA = 10 10 85 85
export DIE_AREA = 0 0 95 95
[flow/constraint.sdc]
current_design axi_mux

set clk_period 1.5
set clk_io_pct 0.2

create_clock -name clk0 -period $clk_period [get_ports {clk}]

set non_clock_inputs [all_inputs -no_clocks]
set_input_delay [expr $clk_period * $clk_io_pct] -clock clk0 $non_clock_inputs
set_output_delay [expr $clk_period * $clk_io_pct] -clock clk0 [all_outputs]
[flow/design.v]
`timescale 1ns / 1ps
module axi_mux(
input clk,
input reset_n,
input sel,
input [7:0]input_tdata_0,
input input_tvalid_0,
output input_tready_0,
input input_tlast_0,
input [7:0]input_tdata_1,
input input_tvalid_1,
output input_tready_1,
input input_tlast_1,
output [7:0]output_data,
output output_valid,
output output_last,
input output_ready
    );
    reg [7:0]rdata;
    reg rvalid;
    reg rlast;
    reg [7:0]r_output_data;
    reg r_output_valid;
    reg r_output_last;
    reg r_output_ready;
    assign input_tready_0 = output_ready;
    assign input_tready_1 = output_ready;
    assign output_data = r_output_data;
    assign output_valid = r_output_valid;
    assign output_last = r_output_last;
   always@(posedge clk)
   begin
   if(!reset_n) begin
   rdata <= 0;
   rvalid <= 0;
   rlast <= 0;
   end
   else   
   begin
           if (sel && input_tvalid_1 && input_tready_1)    
           begin
           rdata <= input_tdata_1;
           rlast <= input_tlast_1;
           rvalid <= 1;
           end
           else if(!sel && input_tvalid_0 && input_tready_0)
           begin
           rdata <= input_tdata_0;
           rlast <= input_tlast_0;
           rvalid <= 1;
           end
           else begin
           rdata <= rdata;
           rlast <= rlast;
           rvalid <= 0;
           end
           end
   end
   always@(posedge clk)
   begin
   if(!reset_n) r_output_ready <= 0;
   else r_output_ready <= output_ready;
   end
   always@(posedge clk)
   begin
   if(!reset_n) begin
   r_output_data <= 0;
   r_output_last <= 0;
   r_output_valid <= 0;
   end
   else if(r_output_ready)
   begin
   r_output_data <= rdata;
   r_output_last <= rlast;
   r_output_valid <= 1;
   end
   else begin
    r_output_valid <= r_output_valid;
    r_output_data <= r_output_data;
    r_output_last <= r_output_last;
    end
   end
endmodule
[flow/run.sh]
#!/bin/bash
# OpenROAD 26Q1-2900-gdf79404cd8, Yosys 0.63+post, stock flow scripts
make -C /OpenROAD-flow-scripts/flow DESIGN_CONFIG=/design/flow/config.mk WORK_HOME=/design/flow/orfs finish
==> results.toml <==
# yosys + openroad results
[final_timing]
finalSetupViolCount = 0
fmax_ghz = 0.729
finalSetupTns_ps = 0
worst_pin_slew_ps = 389
hold_viol = 0
rsz0062_at_grt = "no"
slew-limit-headroom_pct = 74.0
period_used_pct = 91.5
slew_viol_final = 0
clock_skew_ps = 6.07
fin_crit_ps = 1370

[run]
warning_count = 25
maxCapViolCount = 0

[synthesis]
topCellsByArea = "dfxtp_1 48%, mux2i_1 12%, o221a_1 11%"
yosysCellCount = 71
yosysWarningCount = 1
syn_area_um2 = 826
yosys.stat.seqShare_pct = 48.5
ys_ff = 20
synth_area_per_cell_um2 = 11.6
yosys.area.top_type_share_pct = 48.5
synth_cell_type_count = 17
top_area_cell = "dfxtp_1"
yosys-stat-area_um2 = 826
synth_cells = 71

[critical_path]
critPathKind = "flop to output pin"
cp-startpoint = "r_output_last"
worstPathArrival_ps = 1070
crit_fanout = 2
required_ps = 1200
path_delay_family = "buffers and inverters"
path_cells = "clkdlybuf4s50_1"
reg2reg_slack_ps = 630
path_depth = 1
r2r_cells = 3
r2r-end = "r_output_data[7]"
cp-end-kind = "output pin"
cp.buffers_inverters = 1
cp-start-kind = "flop"
r2r_start = "r_output_ready"
worst_path_max_delay_cell = "clkdlybuf4s50_1"
slowest_delay_ps = 470

[pwr]
p_int_mw = 1.04
p_leak_nw = 0.475
switching_share_pct = 19.1
vdd_drop_max_uv = 530
power_density_nw_per_um2 = 958
seqPwrFrac_pct = 44.7
power_frac_clock_pct = 41.3
p_comb_share_pct = 14.0
switchingPower_uw = 244

[drt]
top_layer = "met3"
drt-total-wl_mm = 2.21
drtIter0Drc = 19
wl_per_cell_um = 12.3
wl_met1_um = 928
drt_first_pass_iters = 3
met3_length_um = 212
vias_per_cell = 3.41
num_vias = 614
antenna-diode-count = 0
ant_nets = 0
wl_met2_mm = 1.07
drc_errors = 0

[finish]
most-common-layout-cells = "34 x clkdlybuf4s50_1, 20 x dfxtp_1, 10 x mux2i_1"
combGateArea_um2 = 385
mostFrequentLayoutCell = "clkdlybuf4s50_1"
final_core_util_pct = 24.5
seq_area_um2 = 400
syn_to_final_growth_pct = 62.1
final_layout_size_suffix_gt1_share_pct = 10.2
fillers = 585

[clock_tree]
cts_buffer_depth = 2
clock-sinks = 20
post_cts_buffers = 0
clk_pin_slew_ps = 80
cts_tree = "built"
clock-root-buffer = "clkbuf_8"
cts_buffers = 3
htree_levels = 1
clock_latency_ps = 260

[floorplanning]
core_um2 = 5470
rows = 27
die_h_um = 95
fp_util_pct = 15.1
chip_area_um2 = 9030
die_w_um = 95
io_pins = 36

[min_path]
hold_start = "r_output_valid"
min_delay_path_depth = 1
holdCritPathClass = "flop to flop"
worstHoldEndpoint = "r_output_valid"

[global_route]
grt_start_max_net_pins = 21
grt_pass1_vias = 708
grt_pass1_wl_mm = 3.54
grt_antenna_before_repair = 0
overflow = 0
grtUsageTotal_pct = 5.08

[place]
portBuffers = 35
gp_congestion = 0.676

[outcome]
outcome = "complete, no violations"
## cells in the mapped netlist (all sizes together)
library cell / n
buf: 5
nand2: 2
nand3b: 1
o2bb2ai: 1
clkbuf: 1
o21a: 9
dfxtp: 20
and2: 1
o21ai: 1
o221a: 8
nand3: 2
nor2b: 10
mux2i: 10
## power groups by stage
stage | combinational, mW | sequential (mW) | clock [mW]
finish | 0.180 | 0.573 | 0.530
global route | 0.198 | 0.576 | 0.575
CTS | 0.184 | 0.573 | 0.545
## flip-flops by register name (all words and copies together), names as in the netlist
| name | cells |
|---|---|
| r_output_ready | 1 |
| rdata | 8 |
| r_output_valid | 1 |
| r_output_last | 1 |
| rlast | 1 |
| r_output_data | 8 |
## per-stage QoR
stage | area, um2 | std cells | worst slack, ps | power, mW | hold slack (ps)
floorplan | 826 | 71 | 573 | 0.659 | 405
global placement | 1270 | 176 | -140 | 0.769 | 442
detailed placement | 1270 | 176 | -129 | 0.769 | 445
CTS | 1340 | 180 | 114 | 1.30 | 464
global route | 1340 | 180 | 69.3 | 1.35 | 493
finish | 1340 | 180 | 127 | 1.28 | 458
## area by class of cell
cell class,instances,share of cell area [%]
well taps,72,6.73
repair buffers,39,29.3
clock inverters,1,2.24
multi-input cells,45,28.8
clock buffers,3,3.08
flip-flops and latches,20,29.9
## routing by layer
layer  vias up  track usage, %
met5         -               0
met4         0           0.125
met3         0            2.32
met2        22            8.81
met1       258            5.94
li1        334               -
## what timing repair did
action                                  in CTS  in global routing
gates resized                                1                  0
endpoints found under the setup margin       2                  0
hold buffers                                 0                  0
endpoints found under the hold margin        0                  0
## how the worst max path moves through the flow
stage,slack (ps),end
global route,70,output_last
CTS,110,output_data[7]
finish,130,output_last
## kinds of logic after synthesis
group                  count (synthesis)  synth area share [%]
muxes                                 10                  12.1
AOI/OAI and AO/OA                     19                  20.8
DFF                                   20                  48.5
buffers and inverters                  6                  4.85
and+or+nand+nor                       16                  13.8
Power figures rest on the tool's default switching activity, not on a simulated workload.
