`design/flow/run.sh`:
```
#!/bin/bash
# OpenROAD 26Q1-2900-gdf79404cd8, Yosys 0.63+post, stock flow scripts
make -C /OpenROAD-flow-scripts/flow DESIGN_CONFIG=/design/flow/config.mk WORK_HOME=/design/flow/orfs finish
```
`design/flow/config.mk`:
```
export PLATFORM = sky130hd
export DESIGN_NAME = axi_reg
export DESIGN_NICKNAME = axi_reg
export VERILOG_FILES = /design/flow/design.v
export SDC_FILE = /design/flow/constraint.sdc
export NUM_CORES = 4
export LEC_CHECK = 1
export CORE_AREA = 10 10 76 76
export DIE_AREA = 0 0 86 86
```
`design/flow/constraint.sdc`:
```
current_design axi_reg

set clk_period 1.5
set clk_io_pct 0.2

create_clock -name clk0 -period $clk_period [get_ports {clk}]

set non_clock_inputs [all_inputs -no_clocks]
set_input_delay [expr $clk_period * $clk_io_pct] -clock clk0 $non_clock_inputs
set_output_delay [expr $clk_period * $clk_io_pct] -clock clk0 [all_outputs]
```
`design/flow/design.v`:
```
`timescale 1ns / 1ps
module axi_reg(
      input clk,
      input reset_n,
      input [7:0]input_tdata,
      input input_tvalid,
      input input_tlast,
      output input_tready,
      output [7:0]output_data,
      output output_valid,
      output output_last,
      input  output_ready 
    );
    reg [7:0]r_output_data;
    reg r_output_valid;
    reg r_output_last;
    reg [7:0]r_input_tdata;
    reg r_input_tlast;
    reg r_output_ready;
    assign input_tready = output_ready;
    assign output_data = r_output_data;
    assign output_valid = r_output_valid;
    assign output_last = r_output_last;
    always@(posedge clk)
    begin
    if(!reset_n)
    begin
    r_input_tdata<=0;
    r_input_tlast<=0;
    end
    else if(input_tvalid && input_tready)
    begin
    r_input_tdata <= input_tdata;
    r_input_tlast <= input_tlast;
    end
    else begin 
    end
   end
   always@(posedge clk)
   begin
   if(!reset_n) r_output_ready <=0;
   else r_output_ready <= output_ready;
   end
    always@(posedge clk)
    begin
    if(!reset_n)
    begin
    r_output_data <= 0;
    r_output_last <= 0;
    r_output_valid <= 0;
    end
    else if(r_output_ready)
    begin
    r_output_data <= r_input_tdata;
    r_output_valid <= 1;
    r_output_last <= r_input_tlast;
    end
    else begin
     r_output_valid <= r_output_valid;
     r_output_data <= r_output_data ;
     r_output_last <= r_output_last;
     end
    end
endmodule
```
==> flow_summary_export.csv <==
group,metric,value,unit
outcome,status,"finished, final reports clean",
floorplan,io_pins,24,
yosys,syn_inst,76,
setup_path,cp.depth,1,
yosys,synth_area,797,um2
setup_path,path_class,"flip-flop to output pin",
final_timing,tightest_slew,0.573,ns
final_timing,rsz0062_at_grt,"false",
place,place.gp.congestion,0.720,
setup_path,crit_required,1.20,ns
drt,antenna_cells,0,
yosys,ys_ff,20,
setup_path,cp_data_arrival_time,1.06,ns
run,drv_cap,0,
floorplan,dieArea,7400,um2
final_timing,min_period,1.36,ns
cts,cts_buffer_depth,2,
floorplan,initCoreUtil,19.4,%
floorplan,core-area,4120,um2
floorplan,die_w,86,um
cts,post_cts_buffers,0,
place,place_inst,144,
cts,cts.htree.levels,1,
setup_path,setup.worst_path.start_class,"flip-flop",
power,ir_drop,0.322,mV
floorplan,rows,23,
drt,drc,0,
global_route,grt_max_degree,30,
final_timing,slew_headroom,61.8,%
global_route,antenna_found_initial,0,
drt,drt_pass1_iterations,4,
final_layout,area_delta_synth_final,40.5,%
final_layout,final_cells,148,
hold_path,holdCritPathClass,"flip-flop to flip-flop",
yosys,ys_seq_share,50.2,%
yosys,ys_chip_area,797,um2
drt,via_count,579,
final_timing,hold_viol,0,
global_route,grt_pass1_vias,555,
final_timing,timing.final.crit_share,90.7,%
yosys,synth_area_per_cell,10.5,um2
setup_path,slowest_stage,"clkdlybuf4s50_1",
final_layout,fillers,423,
power,powerDensity,963,nW/um2
setup_path,cp_slowest_stage_delay,0.47,ns
cts,clk_latency,0.25,ns
drt,post_drt_wl_per_cell,12.0,um
cts,numCtsBuffers,3,
final_layout,drive_gt1_share,17.3,%
drt,drt_iter0_drc,54,
global_route,grt.total_usage,4.69,%
final_layout,comb_area,338,um2
final_timing,setup-tns-final,0,ns
run,tool_warnings,25,
cts,path_clk_slew,0.07,ns
power,leakage,0.392,nW
yosys,yosys_cells,76,
global_route,gr-total-overflow,0,
setup_path,critPathBufInv,1,
setup_path,path_cells,"clkdlybuf4s50_1",
final_layout,fin_area,1120,um2
floorplan,die_h,86,um
setup_path,critPathTopFamily,"buffers and inverters",
cts,cts_root_buf,"clkbuf_8",
global_route,grt_first_pass_wirelength,2870,um
final_timing,fin_skew,0.000769,ns
drt,vias_per_cell,3.91,
final_timing,slew_viol_final,0,
place,place_area,1070,um2
hold_path,hold_depth,1,
cts,hold_buffers,0,
place,portBuffers,23,
final_layout,ff_latch_area,400,um2
yosys,yosys_warnings,1,
final_layout,fin_util,27.2,%
cts,cts_tree,"yes",
final_timing,fmax,735,MHz
drt,drt.antenna.violating_nets,0,
drt,finalWirelength,1780,um
setup_path,endpoint_kind,"output pin",
setup_path,r2r_cells,2,
setup_path,crit_fanout,2,
yosys,ys_types,13,
final_timing,final-setup-viol-count,0,
cts,cts.sinks,20,
## cell usage after synthesis
cell type / number / share of area (%)
o21ai_2: 9 / 9.9
buf_2: 2 / 1.3
and2_1: 1 / 0.79
clkbuf_1: 1 / 0.47
and2_4: 1 / 1.1
nor2b_1: 9 / 7.1
nand4_1: 9 / 7.1
dfxtp_1: 20 / 50
o21a_1: 1 / 0.94
mux2i_1: 9 / 11
buf_4: 3 / 2.8
nand2_1: 9 / 4.2
buf_6: 2 / 2.8
## sequential cells by signal, indices dropped and copies added (netlist names)
signal / count
r_input_tdata: 8
r_input_tlast: 1
r_output_data: 8
r_output_last: 1
r_output_ready: 1
r_output_valid: 1
## cells by family after synthesis
family,synth area share (%)
DFF,50.2
muxes,11.3
and+or+nand+nor,20.3
AOI/OAI and AO/OA,10.8
buffers and inverters,7.38
## area by class of cell
cell class | count | area share, %
Tap cell | 50 | 5.59
Multi-Input combinational cell | 48 | 30.2
Timing Repair Buffer | 26 | 23.6
Clock buffer | 4 | 4.92
Sequential cell | 20 | 35.8
## final timing paths
path | from | to | slack, ns
setup reg to reg | r_output_ready | r_output_data[2] | 0.39
setup / recovery | r_output_data[2] | output_data[2] | 0.14
hold reg to reg | r_output_valid | r_output_valid | 0.46
hold / removal | r_output_valid | r_output_valid | 0.46
## through the flow
| stage | setup WS (ns) | hold WS (ns) | power, mW |
|---|---|---|---|
| after floorplan | 0.628 | 0.405 | 0.635 |
| after global placement | -0.0768 | 0.444 | 0.690 |
| after detailed placement | -0.0775 | 0.448 | 0.693 |
| after CTS | 0.117 | 0.464 | 1.09 |
| after global routing | 0.0891 | 0.472 | 1.12 |
| final | 0.140 | 0.460 | 1.08 |
## per-layer routing
layer	track usage (%)	share of wire, %	vias to the layer above	wire (um)
met5	0	0	-	0
met1	6.69	47	258	832
met4	1.35	2.1	0	37
li1	-	-	304	-
met3	1.62	6.9	2	122
met2	6.49	44	15	785
## placed cells by master, fill, tap and decap left out, drive strengths merged
cell           count
buf                3
mux2i              9
nor2b              9
clkdlybuf4s50     22
o21a               1
clkbuf             4
nand2              9
o21ai              9
dfxtp             20
and2               2
nand4              9
dlygate4sd2        1
## power by group
part           internal [mW]  leakage [nW]  switching [mW]
Combinational         0.0706         0.200          0.0418
Sequential             0.550         0.163          0.0155
Clock                  0.233        0.0288           0.167
Total                  0.854         0.392           0.224
## timing repair
item,in CTS,in global routing
setup endpoints to repair,1,0
resized,1,0
hold endpoints to repair,0,0
Power and IR drop assume default switching activity.
